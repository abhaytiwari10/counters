--- run.sh ---
#!/bin/bash
# OpenROAD 26Q1-2900-gdf79404cd8, Yosys 0.63+post, stock flow scripts
make -C /OpenROAD-flow-scripts/flow DESIGN_CONFIG=/design/flow/config.mk WORK_HOME=/design/flow/orfs finish
--- design.v ---
`timescale 1ns / 1ps
module BCD_counter(
input clock,
input reset_L,
output [3:0] count_out
    );
    reg [3:0] count = 'b0;
    assign count_out = count;
    always @ (posedge clock, negedge reset_L)
    begin
    if(!reset_L)
    count <= 'b0;
    else if( count == 4'b1001)
    count <= 'b0;
    else
    count <= count + 1'b1;
    end
endmodule
--- config.mk ---
export PLATFORM = sky130hd
export DESIGN_NAME = BCD_counter
export DESIGN_NICKNAME = BCD_counter
export VERILOG_FILES = /design/flow/design.v
export SDC_FILE = /design/flow/constraint.sdc
export NUM_CORES = 4
export LEC_CHECK = 1
export CORE_AREA = 10 10 70 70
export DIE_AREA = 0 0 80 80
--- constraint.sdc ---
current_design BCD_counter

set clk_period 1.7
set clk_io_pct 0.2

create_clock -name clk0 -period $clk_period [get_ports {clock}]

set non_clock_inputs [all_inputs -no_clocks]
set_input_delay [expr $clk_period * $clk_io_pct] -clock clk0 $non_clock_inputs
set_output_delay [expr $clk_period * $clk_io_pct] -clock clk0 [all_outputs]
==> out/qor.txt <==
crit end category: output pin
post-synth cell types: 8
crit path cell chain: clkdlybuf4s50_1
Clock Skew: 3.14 ps
Worst EP arrival: 1170 ps
CP max stage cell: clkdlybuf4s50_1
GPL Wtd Cong: 0.655
final-layout fill cell count: 403
setup ws final: 190 ps
initial antenna violation count: 0
die area: 6400 sq um
CTS tree: done
yosys synthesis chip area: 163 sq um
num ports: 6
starting density of the core: 4.76%
Post-synth seq share: 61.5%
Crit Path Category: flop to output pin
FP Rows: 21
worst-case vdd ir drop: 0.150 mV
top flop regs: count (4)
Clock Path Buffers: 2
Area growth syn-to-layout: 80.0%
dominant logic cell types in the final layout: 5 x clkdlybuf4s50_1, 4 x dfrtp_1, 3 x inv_1, 3 x clkbuf_4, 2 x o21ai_0
total tool warning count: 25
TritonCTS Buffers: 3
core area: 3420 sq um
WP buf/inv: 1
DRT Pass-1 Iters: 2
Cell area leaders: dfrtp_1 62%, inv_1 6.9%, mux2i_1 6.2%
fraction of layout cells with a size suffix above 1: 18.2%
Slew Limit Fails: 0
H-tree lvl count: 1
Least-Margin Pin Slew: 208 ps
Top delay family on crit path: buffers and inverters
Clock Latency Late Sink: 230 ps
DPL Wire Length: 329 um
post-layout period usage: 88.8%
CTS root buf: clkbuf_4
vias per cell: 1.97
final setup fails: 0
vertical die dimension: 80 um
Biggest register: count
RSZ-0062 raised after global routing: no
worst min path class: input port to async pin
routed len/inst: 6.04 um
fmax: 662 MHz
leading area contributor after synthesis: dfrtp_1
cell total in the yosys stat output: 14
remaining antenna violation count: 0
pre-CTS setup slack: 440 ps
Final Hold Fails: 0
max-cap viol count: 0
worst path required time: 1360 ps
Synth Register Bits: 4
Cell Pwr Density: 736 nW/um^2
GRT Total Usage: 1.44%
total wire length: 411 um
vias in the first global route: 145
static power due to leakage: 0.110 nW
post_cts resized: 0
relative slew slack: 86.2%
Port Buffer Count: 5
Area leader share: 61.5%
Sink Count: 4
largest net degree at the start of global routing: 7
status: finished clean
fin crit period: 1510 ps
remaining global-route overflow: 0
Top cell excl fill/tap: clkdlybuf4s50_1
setup bufs post-CTS: 0
Final Util: 8.57%
Gate Count Post-Synth: 14
maximum fanout along the worst path: 6
storage element area: 100 sq um
startpoint type of the worst setup path: flop
Logic area: 51.3 sq um
Synth Area per Inst: 11.6 sq um
DR DRC count: 0
Fin Setup TNS: 0 ps
n_diodes: 0
total of warnings raised by yosys: 1
Post-Syn Area: 163 sq um
crit-path max cell delay: 500 ps
Worst-path clk slew: 40 ps
max reg flops: 4
first-pass GRT wire length: 655 um
Via Count: 134
Iter 0 DRT Violations: 1
CTS Hold Bufs: 0
die width: 80 um
==> area by class of cell <==
type | instances | share of cell area [%]
Tap cell | 46 | 19.7
Clock buffer | 3 | 7.69
Sequential cell | 4 | 34.2
Inverter | 3 | 3.85
Timing Repair Buffer | 5 | 17.1
Multi-Input combinational cell | 7 | 17.5
==> synth_stat cells <==
cell,number
inv_1,3
o211ai_1,1
a22o_1,1
o21ai_0,2
mux2i_1,1
nand2_2,1
xnor2_1,1
dfrtp_1,4
==> worst paths after layout <==
path                                from           end  slack, ps  depth (start not counted)
worst max-delay path            count[0]  count_out[0]        190                          1
worst min-delay path             reset_L      count[1]        300                          1
worst max register to register  count[0]      count[3]        740                          3
worst min register to register  count[3]      count[3]        550                          1
max in group asynchronous        reset_L      count[3]       1230                          1
min in group clk0               count[3]      count[3]        550                          1
==> layer usage <==
layer / GRT usage, % / routed length, um / vias up
li1: - / - / 64
met1: 1.27 / 151 / 62
met2: 1.20 / 120 / 8
met3: 2.84 / 139 / 0
met4: 0.528 / 0 / 0
met5: 0 / 0 / -
==> report_power, final <==
part           internal (W)  leakage, nW    total, W  switching (W)
Sequential        0.0000958       0.0513   0.0000958              0
Combinational    0.00000204       0.0449  0.00000366     0.00000161
Clock             0.0000789       0.0138    0.000116      0.0000371
==> metrics by stage <==
step | total power [W] | instance area [sq um] | std cells | hold WS, ps
floorplan | 0.0000970 | 163 | 14 | 44.4
global placement | 0.000101 | 270 | 65 | 507
detailed placement | 0.000101 | 270 | 65 | 529
CTS | 0.000222 | 293 | 68 | 302
global route | 0.000238 | 293 | 68 | 300
finish | 0.000215 | 293 | 68 | 305
==> cells by family after synthesis <==
family / Yosys count / share of synthesized area, %
xor gates and xnor gates: 1 / 5.39
AOI/OAI and AO/OA: 4 / 16.2
buffers and inverters: 3 / 6.92
DFF: 4 / 61.5
and+or+nand+nor: 1 / 3.85
muxes: 1 / 6.15
Power is estimated from default activity; no workload was simulated.
