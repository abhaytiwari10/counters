<file path="design.v">
`timescale 1ns / 1ps
module MOD5_50_DC(
input clk,
input reset_L,
output [2:0] count_out,
output clk_out
    );
    reg [2:0] count = 'b0;
    reg temp = 'b0;
    always @ (posedge clk, negedge reset_L)
    begin
    if(!reset_L)
    count <= 'b0;
    else if(count == 3'b100)
    count <= 'b0;
    else
    count <= count + 1'b1;
    end
    always @ (negedge clk, negedge reset_L)
    begin
    if(!reset_L)
    temp <= 'b0;
    else
    temp <= count[1];
    end
    assign clk_out = count[1] | temp;
    assign count_out = count;
endmodule
</file>
<file path="run.sh">
#!/bin/bash
# OpenROAD 26Q1-2900-gdf79404cd8, Yosys 0.63+post, stock flow scripts
make -C /OpenROAD-flow-scripts/flow DESIGN_CONFIG=/design/flow/config.mk WORK_HOME=/design/flow/orfs finish
</file>
<file path="config.mk">
export PLATFORM = sky130hd
export DESIGN_NAME = MOD5_50_DC
export DESIGN_NICKNAME = MOD5_50_DC
export VERILOG_FILES = /design/flow/design.v
export SDC_FILE = /design/flow/constraint.sdc
export NUM_CORES = 4
export LEC_CHECK = 1
export CORE_AREA = 10 10 70 70
export DIE_AREA = 0 0 80 80
</file>
<file path="constraint.sdc">
current_design MOD5_50_DC

set clk_period 1.0
set clk_io_pct 0.2

create_clock -name clk0 -period $clk_period [get_ports {clk}]

set non_clock_inputs [all_inputs -no_clocks]
set_input_delay [expr $clk_period * $clk_io_pct] -clock clk0 $non_clock_inputs
set_output_delay [expr $clk_period * $clk_io_pct] -clock clk0 [all_outputs]
</file>
==> reports/results.ini <==
[pwr]
powerDensity_nw_per_um2 = 1008
p_leak_uw = 0.0001762
max-vdd-ir-drop_mv = 0.1612

[critical_path]
critical_path_class = flip-flop to primary output
slowest_stage = dfrtn_1
critical-path-max-stage-delay_ns = 0.31
crit_buf_inv = 1
required_ns = 0.80
critical_path.top_delay_family = flip-flops
crit_chain = or2_4 -> buf_6
start_kind = flip-flop
cp.arrival_ns = 1.39
crit_path_max_fanout = 1
crit_path_end_kind = primary output

[floorplan]
fp.dieH_um = 80
row_count = 21
fp_util_pct = 4.762
die_x_um = 80
pin_count = 6
core_area_um2 = 3416
chipArea_um2 = 6400

[final_layout]
layout.cells.most_common = buf_6
layout_top_cells = buf_6, buf_4, clkbuf_4, dfrtp_1
drive_above_1_share_pct = 73.33
syn_to_final_growth_pct = 143.1
fillers = 393
finish.utilization_pct = 11.58
fin_cells = 76

[final_timing]
setup_ws_ns = -0.5874
grt_setup_unrepaired = yes
worst_slew_pin_slew_ns = 0.09657
finalHoldViolCount = 0
maxSlewViolCount = 0
relSlewSlack_pct = 93.56
setup-violations-final = 5
finalClockSkew_ns = 0.007605

[route]
diodes = 0
avgRoutedWirePerCell_um = 6.013
ant_nets = 0
wirelength_um = 457
drt_iter0_markers = 1
drcViolationCount = 0
avgViaCountPerCell = 1.974
vias = 150
dr.pass1.iters = 2

[logic_synthesis]
ys_sh_adder_pct = 15.38
yosysUniqueCellTypes = 8
logic_family = adder cells
avgSynthCellArea_um2 = 13.55
yosysWarnings = 1
ys_cells = 12
topCellsByArea = dfrtp_1, dfrtn_1, ha_1
synthMuxAreaShare_pct = 9.231
ys_area_um2 = 162.7
top_area_cell = dfrtp_1
simple_gate_area_share_pct = 6.154
synth_area_um2 = 162.7
yosysSeqAreaShare_pct = 61.54
yosys.area_share.aoi_pct = 3.077
synth_top_area_share_pct = 46.15
ys_sh_xor_pct = 0
syn_inst = 12
ys_ff = 4

[global_route]
antenna_found_initial = 0
grt_use_total_pct = 1.647
grt_pass1_vias = 168
grt_max_degree = 4
overflow = 0
grt_pass1_wl_um = 765

[flow_run]
tool_warnings = 29
maxCapViolCount = 0

[clock_network]
path_clk_slew_ns = 0.04
clockBufferDepth = 2
h-tree-depth = 1
cts_tree = yes
cts_buffers = 3
root_buffer = clkbuf_4
clk_latency_ns = 0.25
numClockSinks = 4

[placement]
dp_hpwl_um = 309.5
place_congestion = 0.6942
io_buffers = 5
dp.cells = 66

[min_path]
hold_class = input pin to async pin

[run_status]
violations = negative setup slack
outcome = complete, but fails checks

## flip-flops by register name, indices dropped and copies added (netlist names)
| name | count |
|---|---|
| count | 3 |
| temp | 1 |
## final cells by class
| cell class | instances | area (um2) | area share (%) |
|---|---|---|---|
| Inverter | 2 | 10.01 | 2.532 |
| Timing Repair Buffer | 14 | 125.1 | 31.65 |
| Multi-Input combinational cell | 6 | 76.32 | 19.30 |
| Clock buffer | 4 | 26.28 | 6.646 |
| Tap cell | 46 | 57.56 | 14.56 |
| Sequential cell | 4 | 100.1 | 25.32 |
## metal layers
layer | routed length (um) | GRT usage, % | vias up
met4 | 10 | 0.5282 | 0
li1 | - | - | 73
met3 | 116 | 2.614 | 2
met2 | 136 | 1.926 | 9
met1 | 193 | 1.403 | 66
met5 | 0 | 0 | -
## through the flow
| stage | setup slack [ns] | hold slack (ns) | area [um2] | TNS, ns | total power, uW |
|---|---|---|---|---|---|
| 6_report | -0.5874 | 0.2549 | 395.4 | -1.215 | 398.6 |
| 5_1_grt | -0.6194 | 0.2576 | 395.4 | -1.443 | 433.3 |
| 4_1_cts | -0.5917 | 0.2515 | 390.4 | -1.203 | 408.3 |
| 3_5_place_dp | -0.6195 | 0.4939 | 295.3 | -1.130 | 174.4 |
| 3_3_place_gp | -0.6292 | 0.4699 | 295.3 | -1.057 | 174.1 |
| 2_1_floorplan | -0.2030 | -0.09559 | 165.2 | -0.2498 | 165.0 |
## where the power goes
group          leakage [uW]  switching, uW  internal (uW)
combinational      0.000119           3.44           5.92
sequential        0.0000419              0            163
clock             0.0000150           76.0            150
total              0.000176           79.5            319
## cell usage after synthesis
cell type  instances
a21oi_1            1
dfrtn_1            1
dfrtp_1            3
ha_1               2
inv_1              2
mux2_4             1
nor2_1             1
or2_2              1
## worst reg2reg max path, stage by stage, from the launching register on
cell and delay [ns]:
dfrtp_1 0.38, buf_6 0.12, buf_6 0.12
## path summary, 6_finish.rpt
kind	start	cells after the start	slack, ns	end
worst min-delay path	reset_L	2	0.25	count[0]
worst max-delay path	temp	2	-0.59	clk_out
worst min register to register	count[0]	2	0.55	count[0]
min in group clk0	count[0]	2	0.55	count[0]
max in group asynchronous	reset_L	1	0.36	temp
worst max register to register	count[1]	2	-0.26	temp
## kinds of logic (layout without fill, tap and decap cells)
| logic type | Yosys count | after routing |
|---|---|---|
| AOI/OAI and AO/OA | 1 | 1 |
| adders and majority gates | 2 | 2 |
| DFF | 4 | 4 |
| muxes | 1 | 1 |
| buffers and inverters | 2 | 20 |
| and+or+nand+nor | 2 | 2 |
## repair_timing
action	4_1_cts	5_1_grt
setup endpoints to repair	6	6
resized	21	3
hold buffers	0	0
pin swaps	0	1
hold endpoints to repair	0	0
buffers inserted	6	1
Power is estimated from default activity; no workload was simulated.
