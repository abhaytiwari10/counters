==> flow/design.v <==
`timescale 1ns / 1ps
module MOD6_50_DC(
input clk,
input reset_L,
output clk_out,
output [2:0] count_out
    );
     reg [2:0] count = 'b0;
    reg temp = 'b0;
    always @ (posedge clk, negedge reset_L)
    begin
    if(!reset_L)
    count <= 'b0;
    else if(count == 'b101)
    count <= 'b0;
    else
    count <= count + 1'b1;
    end
    always @ (posedge clk, negedge reset_L)
    begin
    if(!reset_L)
    temp <= 'b0;
    else
    temp <= count[1];
    end
    assign count_out = count;
    assign clk_out = temp | count[1];
endmodule
==> flow/run.sh <==
#!/bin/bash
# OpenROAD 26Q1-2900-gdf79404cd8, Yosys 0.63+post, stock flow scripts
make -C /OpenROAD-flow-scripts/flow DESIGN_CONFIG=/design/flow/config.mk WORK_HOME=/design/flow/orfs finish
==> flow/config.mk <==
export PLATFORM = sky130hd
export DESIGN_NAME = MOD6_50_DC
export DESIGN_NICKNAME = MOD6_50_DC
export VERILOG_FILES = /design/flow/design.v
export SDC_FILE = /design/flow/constraint.sdc
export NUM_CORES = 4
export LEC_CHECK = 1
export CORE_AREA = 10 10 70 70
export DIE_AREA = 0 0 80 80
==> flow/constraint.sdc <==
current_design MOD6_50_DC

set clk_period 1.1
set clk_io_pct 0.2

create_clock -name clk0 -period $clk_period [get_ports {clk}]

set non_clock_inputs [all_inputs -no_clocks]
set_input_delay [expr $clk_period * $clk_io_pct] -clock clk0 $non_clock_inputs
set_output_delay [expr $clk_period * $clk_io_pct] -clock clk0 [all_outputs]
==> impl_metrics.tcl <==
# flow metrics
set metrics [dict create \
    grt_setup_unrepaired "true" \
    die_y_um 80 \
    top_cells_by_area "dfrtp_1 (68%), mux2i_1 (6.8%), o21ai_2 (6.0%), inv_1 (5.1%), or2b_1 (5.1%)" \
    yosysMostFrequentCell "dfrtp_1" \
    drc 0 \
    drt-initial-drc-count 12 \
    flop_cell "dfrtp_1" \
    logic_area_um2 41.3 \
    startpoint "count[1]" \
    syn_area_per_cell_um2 13.3 \
    slew_viol_final 0 \
    top_cell_area_share 0.684 \
    cellLeakagePower_uw 0.000147 \
    postSynthSeqShare 0.684 \
    placed_area_um2 269 \
    wl_per_cell_um 5.87 \
    numPortBuffers 5 \
    cts_buffer_depth 2 \
    cap_violations 0 \
    syn_inst 11 \
    cts-root-buf "clkbuf_4" \
    netlist_area_um2 146 \
    yosys_area_um2 146 \
    crit_arrival_ps 950 \
    warnings 27 \
    maxSlewHeadroom 0.881 \
    required_ps 880 \
    syn2layout_area_growth_pct 120 \
    cp-start-kind "flip-flop" \
    clock_sinks 4 \
    ys_cells 11 \
    clk_latency_ps 230 \
    layout-drive-gt1-share 0.542 \
    violations "negative setup slack" \
    fin_util 0.0941 \
    gp_congestion 0.674 \
    floorplan.core_area_um2 3420 \
    final_area_um2 322 \
    synth-edff-count 0 \
    finalWirelength_um 417 \
    cp_max_fo 2 \
    fp-utilization 0.0429 \
    setup_violations 2 \
    cts_buffers 3 \
    ios 6 \
    grt_max_degree 5 \
    clk_pin_slew_ps 40 \
    via_count 124 \
    finalCriticalPeriod_ps 1170 \
    crit_type "flip-flop to primary output" \
    power_density_nw_per_um2 1050 \
    die-area_um2 6400 \
    n_fill_cell 402 \
    skew_ps 0.997 \
    vdd_ir_drop_max_mv 0.151 \
    gr-total-overflow 0 \
    min_period_over_period 1.06 \
    grt_pass1_wl_um 641 \
    grt_pass1_vias 131 \
    firstDrtPassIters 2 \
    grt_antenna_before_repair 0 \
    cp-end-kind "primary output" \
    status "finished, violations left" \
    hold_viol 0 \
    htree_num_levels 1 \
    common_cells "dfrtp_1 (4), inv_1 (2)" \
    regArea_um2 100 \
    ys_types 7 \
    synthArstFlopShare 1.00 \
    rows 21 \
    routed_via_density 1.75 \
    fmaxAchievable_mhz 857 \
    fin_ws_ps -66.6 \
    worst_pin_slew_ps 177 \
    ant_nets 0 \
    die_w_um 80 \
    hold_path_class "primary input to async pin" \
    yosysWarnings 1 \
    cts_tree "yes" \
    track_usage 0.0148 \
    ys.flops 4 \
    r2r-start "count[1]" \
    top_area_cell "dfrtp_1" \
]
## placed cells by master, fill, tap and decap left out
master / Yosys / routed
buf_6: 0 / 2
or2b_1: 1 / 1
dfrtp_1: 4 / 4
or2_4: 0 / 1
diode_2: 0 / 1
o21ai_2: 1 / 1
buf_2: 0 / 1
clkdlybuf4s15_1: 0 / 2
inv_4: 0 / 1
mux2i_1: 1 / 1
nand2b_1: 1 / 1
buf_4: 0 / 4
clkdlybuf4s50_1: 0 / 1
inv_1: 2 / 1
clkbuf_4: 0 / 3
## critical path, stage by stage, from the launching register on
cell and delay, ps:
dfrtp_1 360, or2_4 250, buf_6 100
## per-stage QoR
stage | std cells | setup TNS [ps] | total power [µW] | hold WS, ps | setup WS (ps)
floorplan | 11 | 0 | 150 | -75.6 | 258
global placement | 64 | -168 | 156 | 431 | -165
detailed placement | 64 | -168 | 156 | 436 | -160
CTS | 69 | -67.3 | 347 | 183 | -67.3
global route | 70 | -206 | 370 | 181 | -104
finish | 71 | -123 | 337 | 184 | -66.6
## logic make-up (layout without fill, tap and decap cells)
logic type | count (synthesis) | in the layout | synth area share
flip-flops | 4 | 4 | 0.684
AND/OR/NAND/NOR | 3 | 3 | 0.137
other | 0 | 1 | 0
AND-OR/OR-AND | 1 | 1 | 0.0598
multiplexers | 1 | 1 | 0.0684
buffers and inverters | 2 | 15 | 0.0513
## state kept, by name, summed over array words and instances, names as in the netlist
register  cells
count         3
temp          1
## where the power goes
part,internal [µW],switching (µW),leakage (µW)
Combinational,3.16,2.54,0.0000766
Sequential,148,0,0.0000566
Clock,122,61.2,0.0000138
Total,273,63.7,0.000147
## area by class of cell
| type | count | share of cell area |
|---|---|---|
| inverters | 2 | 0.0311 |
| clock buffers | 3 | 0.0700 |
| flip-flops and latches | 4 | 0.311 |
| repair buffers | 10 | 0.272 |
| diodes | 1 | 0.00778 |
| multi-input cells | 5 | 0.128 |
| well taps | 46 | 0.179 |
## metal layers
| layer | up-vias | share of wire | GRT usage |
|---|---|---|---|
| li1 | 61 | - | - |
| met3 | 2 | 0.28 | 0.0295 |
| met2 | 10 | 0.26 | 0.0120 |
| met1 | 51 | 0.44 | 0.0133 |
| met4 | 0 | 0.019 | 0.00528 |
| met5 | - | 0 | 0 |
## what timing repair did
item                                    4_1_cts  5_1_grt
buffers inserted                              2        1
resized                                      11        4
endpoints found under the hold margin         0        0
endpoints found under the setup margin        4        2
hold buffers                                  0        0
pin swaps                                     1        1
gates cloned                                  0        0
## final timing paths
check / endpoint / slack, ps / depth (start not counted)
setup / recovery: clk_out / -70 / 2
hold / removal: count[2] / 180 / 1
setup reg to reg: count[1] / 60 / 5
hold reg to reg: count[0] / 540 / 2
max in group asynchronous: temp / 750 / 1
min in group clk0: count[0] / 540 / 2
Power figures rest on the tool's default switching activity, not on a simulated workload.
